### design/flow/config.mk
export PLATFORM = sky130hd
export DESIGN_NAME = gamma_correction
export DESIGN_NICKNAME = gamma_correction
export VERILOG_FILES = /design/flow/design.v
export SDC_FILE = /design/flow/constraint.sdc
export NUM_CORES = 4
export LEC_CHECK = 1
export CORE_UTILIZATION = 30
### design/flow/constraint.sdc
current_design gamma_correction

set clk_period 3.2
set clk_io_pct 0.2

create_clock -name clk0 -period $clk_period

set non_clock_inputs [all_inputs -no_clocks]
set_input_delay [expr $clk_period * $clk_io_pct] -clock clk0 $non_clock_inputs
set_output_delay [expr $clk_period * $clk_io_pct] -clock clk0 [all_outputs]
### design/flow/design.v
`timescale 1ns / 1ps
module gamma_correction (
    input [7:0] pixel_in,
    output reg [7:0] pixel_out
);
    always @(*) begin
        case (pixel_in)
8'd0:   pixel_out = 8'd0;
8'd1:   pixel_out = 8'd0;
8'd2:   pixel_out = 8'd0;
8'd3:   pixel_out = 8'd0;
8'd4:   pixel_out = 8'd0;
8'd5:   pixel_out = 8'd0;
8'd6:   pixel_out = 8'd0;
8'd7:   pixel_out = 8'd0;
8'd8:   pixel_out = 8'd1;
8'd9:   pixel_out = 8'd1;
8'd10:   pixel_out = 8'd1;
8'd11:   pixel_out = 8'd1;
8'd12:   pixel_out = 8'd1;
8'd13:   pixel_out = 8'd1;
8'd14:   pixel_out = 8'd1;
8'd15:   pixel_out = 8'd2;
8'd16:   pixel_out = 8'd2;
8'd17:   pixel_out = 8'd2;
8'd18:   pixel_out = 8'd2;
8'd19:   pixel_out = 8'd2;
8'd20:   pixel_out = 8'd3;
8'd21:   pixel_out = 8'd3;
8'd22:   pixel_out = 8'd3;
8'd23:   pixel_out = 8'd3;
8'd24:   pixel_out = 8'd4;
8'd25:   pixel_out = 8'd4;
8'd26:   pixel_out = 8'd4;
8'd27:   pixel_out = 8'd4;
8'd28:   pixel_out = 8'd5;
8'd29:   pixel_out = 8'd5;
8'd30:   pixel_out = 8'd5;
8'd31:   pixel_out = 8'd6;
8'd32:   pixel_out = 8'd6;
8'd33:   pixel_out = 8'd6;
8'd34:   pixel_out = 8'd7;
8'd35:   pixel_out = 8'd7;
8'd36:   pixel_out = 8'd8;
8'd37:   pixel_out = 8'd8;
8'd38:   pixel_out = 8'd8;
8'd39:   pixel_out = 8'd9;
8'd40:   pixel_out = 8'd9;
8'd41:   pixel_out = 8'd10;
8'd42:   pixel_out = 8'd10;
8'd43:   pixel_out = 8'd10;
8'd44:   pixel_out = 8'd11;
8'd45:   pixel_out = 8'd11;
8'd46:   pixel_out = 8'd12;
8'd47:   pixel_out = 8'd12;
8'd48:   pixel_out = 8'd13;
8'd49:   pixel_out = 8'd13;
8'd50:   pixel_out = 8'd14;
8'd51:   pixel_out = 8'd14;
8'd52:   pixel_out = 8'd15;
8'd53:   pixel_out = 8'd15;
8'd54:   pixel_out = 8'd16;
8'd55:   pixel_out = 8'd16;
8'd56:   pixel_out = 8'd17;
8'd57:   pixel_out = 8'd17;
8'd58:   pixel_out = 8'd18;
8'd59:   pixel_out = 8'd18;
8'd60:   pixel_out = 8'd19;
8'd61:   pixel_out = 8'd19;
8'd62:   pixel_out = 8'd20;
8'd63:   pixel_out = 8'd21;
8'd64:   pixel_out = 8'd21;
8'd65:   pixel_out = 8'd22;
8'd66:   pixel_out = 8'd22;
8'd67:   pixel_out = 8'd23;
8'd68:   pixel_out = 8'd24;
8'd69:   pixel_out = 8'd24;
8'd70:   pixel_out = 8'd25;
8'd71:   pixel_out = 8'd26;
8'd72:   pixel_out = 8'd26;
8'd73:   pixel_out = 8'd27;
8'd74:   pixel_out = 8'd28;
8'd75:   pixel_out = 8'd28;
8'd76:   pixel_out = 8'd29;
8'd77:   pixel_out = 8'd30;
8'd78:   pixel_out = 8'd30;
8'd79:   pixel_out = 8'd31;
8'd80:   pixel_out = 8'd32;
8'd81:   pixel_out = 8'd32;
8'd82:   pixel_out = 8'd33;
8'd83:   pixel_out = 8'd34;
8'd84:   pixel_out = 8'd35;
8'd85:   pixel_out = 8'd35;
8'd86:   pixel_out = 8'd36;
8'd87:   pixel_out = 8'd37;
8'd88:   pixel_out = 8'd38;
8'd89:   pixel_out = 8'd38;
8'd90:   pixel_out = 8'd39;
8'd91:   pixel_out = 8'd40;
8'd92:   pixel_out = 8'd41;
8'd93:   pixel_out = 8'd41;
8'd94:   pixel_out = 8'd42;
8'd95:   pixel_out = 8'd43;
8'd96:   pixel_out = 8'd44;
8'd97:   pixel_out = 8'd45;
8'd98:   pixel_out = 8'd46;
8'd99:   pixel_out = 8'd46;
8'd100:   pixel_out = 8'd47;
8'd101:   pixel_out = 8'd48;
8'd102:   pixel_out = 8'd49;
8'd103:   pixel_out = 8'd50;
8'd104:   pixel_out = 8'd51;
8'd105:   pixel_out = 8'd52;
8'd106:   pixel_out = 8'd53;
8'd107:   pixel_out = 8'd53;
8'd108:   pixel_out = 8'd54;
8'd109:   pixel_out = 8'd55;
8'd110:   pixel_out = 8'd56;
8'd111:   pixel_out = 8'd57;
8'd112:   pixel_out = 8'd58;
8'd113:   pixel_out = 8'd59;
8'd114:   pixel_out = 8'd60;
8'd115:   pixel_out = 8'd61;
8'd116:   pixel_out = 8'd62;
8'd117:   pixel_out = 8'd63;
8'd118:   pixel_out = 8'd64;
8'd119:   pixel_out = 8'd65;
8'd120:   pixel_out = 8'd66;
8'd121:   pixel_out = 8'd67;
8'd122:   pixel_out = 8'd68;
8'd123:   pixel_out = 8'd69;
8'd124:   pixel_out = 8'd70;
8'd125:   pixel_out = 8'd71;
8'd126:   pixel_out = 8'd72;
8'd127:   pixel_out = 8'd73;
8'd128:   pixel_out = 8'd74;
8'd129:   pixel_out = 8'd75;
8'd130:   pixel_out = 8'd76;
8'd131:   pixel_out = 8'd77;
8'd132:   pixel_out = 8'd78;
8'd133:   pixel_out = 8'd79;
8'd134:   pixel_out = 8'd80;
8'd135:   pixel_out = 8'd81;
8'd136:   pixel_out = 8'd82;
8'd137:   pixel_out = 8'd83;
8'd138:   pixel_out = 8'd84;
8'd139:   pixel_out = 8'd86;
8'd140:   pixel_out = 8'd87;
8'd141:   pixel_out = 8'd88;
8'd142:   pixel_out = 8'd89;
8'd143:   pixel_out = 8'd90;
8'd144:   pixel_out = 8'd91;
8'd145:   pixel_out = 8'd92;
8'd146:   pixel_out = 8'd93;
8'd147:   pixel_out = 8'd95;
8'd148:   pixel_out = 8'd96;
8'd149:   pixel_out = 8'd97;
8'd150:   pixel_out = 8'd98;
8'd151:   pixel_out = 8'd99;
8'd152:   pixel_out = 8'd100;
8'd153:   pixel_out = 8'd102;
8'd154:   pixel_out = 8'd103;
8'd155:   pixel_out = 8'd104;
8'd156:   pixel_out = 8'd105;
8'd157:   pixel_out = 8'd107;
8'd158:   pixel_out = 8'd108;
8'd159:   pixel_out = 8'd109;
8'd160:   pixel_out = 8'd110;
8'd161:   pixel_out = 8'd111;
8'd162:   pixel_out = 8'd113;
8'd163:   pixel_out = 8'd114;
8'd164:   pixel_out = 8'd115;
8'd165:   pixel_out = 8'd116;
8'd166:   pixel_out = 8'd118;
8'd167:   pixel_out = 8'd119;
8'd168:   pixel_out = 8'd120;
8'd169:   pixel_out = 8'd122;
8'd170:   pixel_out = 8'd123;
8'd171:   pixel_out = 8'd124;
8'd172:   pixel_out = 8'd126;
8'd173:   pixel_out = 8'd127;
8'd174:   pixel_out = 8'd128;
8'd175:   pixel_out = 8'd129;
8'd176:   pixel_out = 8'd131;
8'd177:   pixel_out = 8'd132;
8'd178:   pixel_out = 8'd134;
8'd179:   pixel_out = 8'd135;
8'd180:   pixel_out = 8'd136;
8'd181:   pixel_out = 8'd138;
8'd182:   pixel_out = 8'd139;
8'd183:   pixel_out = 8'd140;
8'd184:   pixel_out = 8'd142;
8'd185:   pixel_out = 8'd143;
8'd186:   pixel_out = 8'd145;
8'd187:   pixel_out = 8'd146;
8'd188:   pixel_out = 8'd147;
8'd189:   pixel_out = 8'd149;
8'd190:   pixel_out = 8'd150;
8'd191:   pixel_out = 8'd152;
8'd192:   pixel_out = 8'd153;
8'd193:   pixel_out = 8'd154;
8'd194:   pixel_out = 8'd156;
8'd195:   pixel_out = 8'd157;
8'd196:   pixel_out = 8'd159;
8'd197:   pixel_out = 8'd160;
8'd198:   pixel_out = 8'd162;
8'd199:   pixel_out = 8'd163;
8'd200:   pixel_out = 8'd165;
8'd201:   pixel_out = 8'd166;
8'd202:   pixel_out = 8'd168;
8'd203:   pixel_out = 8'd169;
8'd204:   pixel_out = 8'd171;
8'd205:   pixel_out = 8'd172;
8'd206:   pixel_out = 8'd174;
8'd207:   pixel_out = 8'd175;
8'd208:   pixel_out = 8'd177;
8'd209:   pixel_out = 8'd178;
8'd210:   pixel_out = 8'd180;
8'd211:   pixel_out = 8'd181;
8'd212:   pixel_out = 8'd183;
8'd213:   pixel_out = 8'd184;
8'd214:   pixel_out = 8'd186;
8'd215:   pixel_out = 8'd188;
8'd216:   pixel_out = 8'd189;
8'd217:   pixel_out = 8'd191;
8'd218:   pixel_out = 8'd192;
8'd219:   pixel_out = 8'd194;
8'd220:   pixel_out = 8'd195;
8'd221:   pixel_out = 8'd197;
8'd222:   pixel_out = 8'd199;
8'd223:   pixel_out = 8'd200;
8'd224:   pixel_out = 8'd202;
8'd225:   pixel_out = 8'd204;
8'd226:   pixel_out = 8'd205;
8'd227:   pixel_out = 8'd207;
8'd228:   pixel_out = 8'd208;
8'd229:   pixel_out = 8'd210;
8'd230:   pixel_out = 8'd212;
8'd231:   pixel_out = 8'd213;
8'd232:   pixel_out = 8'd215;
8'd233:   pixel_out = 8'd217;
8'd234:   pixel_out = 8'd218;
8'd235:   pixel_out = 8'd220;
8'd236:   pixel_out = 8'd222;
8'd237:   pixel_out = 8'd224;
8'd238:   pixel_out = 8'd225;
8'd239:   pixel_out = 8'd227;
8'd240:   pixel_out = 8'd229;
8'd241:   pixel_out = 8'd230;
8'd242:   pixel_out = 8'd232;
8'd243:   pixel_out = 8'd234;
8'd244:   pixel_out = 8'd236;
8'd245:   pixel_out = 8'd237;
8'd246:   pixel_out = 8'd239;
8'd247:   pixel_out = 8'd241;
8'd248:   pixel_out = 8'd243;
8'd249:   pixel_out = 8'd244;
8'd250:   pixel_out = 8'd246;
8'd251:   pixel_out = 8'd248;
8'd252:   pixel_out = 8'd250;
8'd253:   pixel_out = 8'd251;
8'd254:   pixel_out = 8'd253;
8'd255:   pixel_out = 8'd255;
            default: pixel_out = pixel_in;  
        endcase
    end
endmodule
### design/flow/run.sh
#!/bin/bash
# OpenROAD 26Q1-2900-gdf79404cd8, Yosys 0.63+post, stock flow scripts
make -C /OpenROAD-flow-scripts/flow DESIGN_CONFIG=/design/flow/config.mk WORK_HOME=/design/flow/orfs finish
==> CHANGELOG.md <==
### Implementation results

* DP HPWL at 5.00 mm
* Initial antenna violation count at 0
* Power density cells at 144 mW/mm^2
* WP data arrival at 2490 ps
* Via-to-Cell Ratio at 5.87
* Yosys stat area at 0.00186 mm^2
* Fmax at 319 MHz
* Pint at 0.201 mW
* Final setup viols at 0
* Final Cell Area at 0.00271 mm^2
* CP Class: in2out
* Hold Path Class: in2out
* Pins Over Slew Limit at 0
* Fill cells at 552
* Drt drc at 0
* Vias in the first global route at 2,228
* Hold Worst Slack at 2000 ps
* Reg area at 0 um^2
* Slew margin rel. at 64.0%
* Worst EP required at 2560 ps
* Yosys cell count at 271
* Final WL at 6.58 mm
* Worst-Margin Slew at 534 ps
* Die X at 80.8 um
* Setup repair after global routing missed its margin: no
* Most numerous logic cells after layout: buf_4, a21oi_1, o21ai_0
* Clock buffer count at 0
* Synth Instances at 271
* Min-Delay Path Depth at 5
* Flop pwr share at 0%
* Status: complete, no violations
* Register share after synthesis at 0%
* Fraction of layout instances using a drive strength above 1 at 35.0%
* Avg WL per Cell at 15.6 um
* Flop count at 0
* Congestion Overflow GR at 0
* Peak supply drop at 77.7 uV
* Remaining antenna violation count after routing at 0
* Synth Cell Area at 0.00186 mm^2
* Via Count at 2,470
* Core area at 0.00596 mm^2
* Pleak at 1.15 nW
* Syn-to-layout area delta at 45.1%
* Clk pwr share at 0%
* Num ports at 16
* Crit share post-route at 97.8%
* Rows at 28
* First DRT Iteration DRCs at 247
* Count of tool warnings at 42
* Largest net degree at the start of global routing at 25
* Routability cong. at 0.983
* Port bufs at 16
* Placed Area at 0.00254 mm^2
* Worst setup EP type: primary output
* CP max FO at 7
* Unique cell types at 64
* Die height at 80.8 um
* Switching pwr at 0.189 mW
* Final-report hold violation count at 0
* Mean post-synth cell area at 6.88 um^2
* Max Cap Violations at 0
* First-pass GRT wire length at 11.1 mm
* Min cycle time layout at 3130 ps
* Hold_buf cts at 0
* Switching part of the total power at 48.5%
* Initial Util at 31.3%
* Gate power share at 100.0%
* Ant diodes at 0
* GR Util All Layers at 21.8%
* Die area at 0.00653 mm^2
* Syn. warnings at 1
* DRT Pass-1 Iters at 6
* Worst setup SP type: primary input
* Most numerous logic cell after layout: buf_4
## final cells by class
type | instances | area [um^2] | share of cell area (%)
timing repair buffer | 105 | 880 | 32.5
tap | 75 | 93.8 | 3.47
multi-input combinational | 232 | 1680 | 62.3
inverter | 9 | 47.5 | 1.76
## critical path, cell delays in order
cell and delay (ps):
buf_2 110, buf_6 130, buf_4 130, ha_2 190, buf_4 150, mux2i_1 140, mux2_1 330, o311a_1 120
o21ai_1 160, a32oi_1 120, dlygate4sd2_1 250
## power groups by stage
| stage | sequential (mW) | clock (mW) | combinational [mW] |
|---|---|---|---|
| 4_1_cts | 0 | 0 | 0.381 |
| 5_1_grt | 0 | 0 | 0.424 |
| 6_report | 0 | 0 | 0.390 |
## kinds of logic (layout without fill, tap and decap cells)
| group | Yosys count | after routing | share of synthesized area [%] |
|---|---|---|---|
| xor+xnor | 3 | 3 | 1.41 |
| compound gates | 125 | 125 | 45.2 |
| fa+ha+maj | 12 | 12 | 8.05 |
| simple gates | 80 | 80 | 21.7 |
| mux | 12 | 12 | 8.72 |
| buf+inv | 39 | 114 | 14.9 |
## final timing paths
check / from / to / slack (ps)
worst max-delay path: pixel_in[1] / pixel_out[1] / 70
worst min-delay path: pixel_in[6] / pixel_out[3] / 2000
## metrics by stage
| stage | setup slack [ps] | std cells | power, mW | TNS, ps | util (%) |
|---|---|---|---|---|---|
| 6_report | 69.7 | 421 | 0.390 | 0 | 45.4 |
| 5_1_grt | 7.54 | 421 | 0.424 | 0 | 45.4 |
| 4_1_cts | 7.15 | 421 | 0.381 | 0 | 44.9 |
| 3_5_place_dp | -628 | 415 | 0.364 | -3020 | 42.6 |
| 3_3_place_gp | -633 | 415 | 0.364 | -3020 | 42.6 |
| 2_1_floorplan | 304 | 271 | 0.213 | 0 | - |
## Yosys cell counts (5+ instances only)
| library cell | number | area (um^2) |
|---|---|---|
| buf_2 | 12 | 60.1 |
| o211ai_1 | 11 | 82.6 |
| clkbuf_8 | 5 | 68.8 |
| a21oi_1 | 25 | 125 |
| clkbuf_1 | 5 | 18.8 |
| o21ai_0 | 22 | 110 |
| nand2_1 | 16 | 60.1 |
| nand3_1 | 5 | 25.0 |
| nor2_1 | 21 | 78.8 |
| o221ai_1 | 5 | 43.8 |
| o21ai_1 | 9 | 45.0 |
| nand2b_1 | 14 | 87.6 |
| mux2i_1 | 5 | 50.1 |
| nor2b_1 | 5 | 31.3 |
| o22ai_1 | 5 | 31.3 |
| ha_1 | 12 | 150 |
| inv_1 | 6 | 22.5 |
## per-layer routing
metal  vias to the layer above  share of wire [%]  GRT usage, %
met5                         -                  0             0
met4                         0                1.1          3.39
met3                        13                9.0          1.60
met2                       135                 45          34.4
met1                      1128                 45          33.0
li1                       1194                  -             -
## timing repair
item                       in CTS  in global routing
gates cloned                    0                  0
hold endpoints to repair        0                  0
setup buffers                   6                  0
resized                        36                  8
pin swaps                       7                  4
setup endpoints to repair       6                  4
No activity file was given, so power comes from the tool's default toggle rates.
